==> design/flow/design.v <==
module  codec_config_by_i2c
   (
    input  logic  clk_i2c,
    input  logic  rst_ni,
    input  logic  en_i,
    input  logic  start_cf_i,
    input  logic  i2c_busy_i,
    input  logic  i2c_done_i,
    output logic  send_start_i2c_o,
    output logic  [15:0] cf_data_o,
    output logic  cf_done_o
   );
  parameter READY      = 2'd0;
  parameter SEND_START = 2'd1;
  parameter CHECK_ACK  = 2'd2;
  parameter DONE       = 2'd3;
  localparam NONE_USE  = 16'd0;
  logic  [1:0] now_state, nxt_state;  
  logic send_start_i2c_t;
  logic         reg_nxt, reg_done, reg_rstn;
  logic  [ 3:0] reg_index;
  logic  [15:0] reg_setup [15:0];
  logic         i2c_nack;
  initial begin
      reg_setup[ 0] = 16'h1e00;  
      reg_setup[ 1] = 16'h0c10;  
      reg_setup[ 2] = 16'h0579;  
      reg_setup[ 3] = 16'h0779;  
      reg_setup[ 4] = 16'h0017;  
      reg_setup[ 5] = 16'h0217;  
      reg_setup[ 6] = 16'h0810;  
      reg_setup[ 7] = 16'h0a00;  
      reg_setup[ 8] = 16'h0e08;  
      reg_setup[ 9] = 16'h1001;  
      reg_setup[10] = 16'h1201;  
      reg_setup[11] = 16'h0c02;  
      reg_setup[12]     = NONE_USE;
      reg_setup[13]     = NONE_USE;
      reg_setup[14]     = NONE_USE;
      reg_setup[15]     = NONE_USE;
   end
  always_ff@(posedge clk_i2c, negedge reg_rstn) begin: REG_OUT
    if      ( ~reg_rstn )  begin
                            reg_index <= 4'b0;
                           end
    else if (  reg_nxt  )  begin
                            reg_index <= reg_index + 4'b1;
                           end
  end
  assign cf_data_o = reg_setup [ reg_index ];
  assign reg_done  =          ~|(reg_index ^ 4'hC);
  assign reg_rstn  = rst_ni && ~i2c_nack && ~( ( now_state == DONE ) && ( nxt_state == READY ) );
  assign reg_nxt   = ( now_state == CHECK_ACK ) && ( nxt_state == SEND_START );
  assign  i2c_nack = (~|( now_state ^ CHECK_ACK )) && ~i2c_busy_i;   
  always_ff@(posedge clk_i2c, negedge rst_ni) begin: STATE_TRANS
    if      ( ~rst_ni )  begin
                            now_state <= READY;
                         end
    else if (  en_i )    begin
                            now_state <= nxt_state;
                         end
  end
  always_comb begin: CASE_OF_STATES
   case ( now_state )
    READY      : begin
                         send_start_i2c_t = 1'b0;
                         cf_done_o        = 1'b0;
                         nxt_state        = ( start_cf_i && ~i2c_busy_i ) ? SEND_START : READY;
                 end
    SEND_START : begin
                         send_start_i2c_t = 1'b1;
                         cf_done_o        = 1'b0;
                         nxt_state        = ( reg_done ) ? DONE : CHECK_ACK;
                 end
    CHECK_ACK    : begin
                         send_start_i2c_t = 1'b0;
                         cf_done_o        = 1'b0;
                         nxt_state        = ( ~i2c_done_i && i2c_busy_i ) ? CHECK_ACK : SEND_START;
                 end
    DONE       : begin
                         send_start_i2c_t = 1'b0;
                         cf_done_o        = 1'b1;
                         nxt_state        = READY;
                 end
    default    : begin
                         send_start_i2c_t = 1'b0;
                         cf_done_o        = 1'b0;
                         nxt_state        = READY;
                 end
  endcase
  end
  assign send_start_i2c_o = ~reg_done && send_start_i2c_t;
endmodule
module i2c_codec_ctrl
  (
    input  logic i2c_clock_50,
    input  logic [ 7:0] i2c_addr,
    input  logic [15:0] i2c_data,
    input  logic i2c_send_flag,
    inout  wire i2c_sda,
    output  logic i2c_busy,
    output  logic i2c_done,
    output  logic i2c_scl,
    output  logic i2c_clk
  );
    logic i2c_sda_ot;  
    logic i2c_sda_we;
    logic i2c_clk_en = 1'b0;
    logic clk_en     = 1'b0;
    logic ack_en     = 1'b0;
    logic clk_i2c    = 1'b0;
    logic get_ack    = 1'b0;
    logic  [3:0] i2c_fsm = 4'b0;
    int clk_prs, data_index;
  parameter READY         = 4'h0;
  parameter START         = 4'h1;
  parameter SEND_ADDR_I2C = 4'h2;
  parameter GET_ACK_ADDR  = 4'h3;
  parameter SEND_BYTE_158 = 4'h4;
  parameter GET_ACK_158   = 4'h5;
  parameter SEND_BYTE_70  = 4'h6;
  parameter GET_ACK_70    = 4'h7;
  parameter STOP          = 4'h8;
  always_ff @(posedge i2c_clock_50) begin: SCALE_50M
    if    ( clk_prs < 250 )   clk_prs <= clk_prs + 1;
    else                      clk_prs <= 0;
  end
  always_ff @(posedge i2c_clock_50) begin: CLK_I2C_50DTCC
    if    ( clk_prs < 125 )   clk_i2c <= 1;
    else                      clk_i2c <= 0;
  end
  always_ff @(posedge i2c_clock_50) begin: ACK_EN  
    if    ( clk_prs == 62  )  ack_en <= 1;
    else                      ack_en <= 0;
  end
  always_ff @(posedge i2c_clock_50) begin: CLK_EN  
    if    ( clk_prs == 187 )  clk_en <= 1;
    else                      clk_en <= 0;
  end
  always_ff @( posedge i2c_clock_50 ) begin: GEN_SCL
         if  ( i2c_clk_en ) i2c_scl <= clk_i2c;
         else               i2c_scl <= 1;
  end
  always_ff @( posedge i2c_clock_50 ) begin: FSM_DAT_TRANS_WHILE_LOW_SCLK
    if       ( clk_en )
       begin
         case ( i2c_fsm )
          READY         : begin
                               i2c_sda_ot  <= 1'b1;                                                
                               i2c_busy <= 1'b0;
                               i2c_done <= 1'b0;
                               if      ( i2c_send_flag   )     begin
                                                                   i2c_fsm  <= START;
                                                                   i2c_busy <= 1'b1;
                                                               end
                          end
          START         : begin
                               i2c_sda_ot    <= 1'b0;                                              
                               data_index <= 7;
                               i2c_fsm    <= SEND_ADDR_I2C;
                          end
          SEND_ADDR_I2C : begin
                               i2c_clk_en    <= 1'b1;
                               if      ( get_ack )             begin
                                                                   get_ack    <= 1'b0;
                                                                   i2c_fsm    <= GET_ACK_ADDR;
                                                                   i2c_sda_ot <= 1'bz;
                                                               end
                               else if ( data_index > 0 )      begin
                                                                   data_index <= data_index - 1;
                                                                   i2c_sda_ot    <= i2c_addr[data_index];
                                                               end
                               else                            begin
                                                                   get_ack    <= 1'b1;
                                                                   i2c_sda_ot    <= i2c_addr[data_index];
                                                               end
                          end
          SEND_BYTE_158 : begin
                               if      ( get_ack )             begin
                                                                   get_ack    <= 1'b0;
                                                                   i2c_fsm    <= GET_ACK_158;
                                                                   i2c_sda_ot    <= 1'bz;
                                                               end
                               else if ( data_index > 8 )      begin
                                                                   data_index <= data_index - 1;
                                                                   i2c_sda_ot    <= i2c_data[data_index];
                                                               end
                               else                            begin
                                                                   get_ack    <= 1'b1;
                                                                   i2c_sda_ot    <= i2c_data[data_index];
                                                               end
                          end
          SEND_BYTE_70  : begin
                               if      ( get_ack )             begin
                                                                   get_ack    <= 1'b0;
                                                                   i2c_fsm    <= GET_ACK_70;
                                                                   i2c_sda_ot    <= 1'bz;
                                                               end
                               else if ( data_index > 0 )      begin
                                                                   data_index <= data_index - 1;
                                                                   i2c_sda_ot    <= i2c_data[data_index];
                                                               end
                               else                            begin
                                                                   get_ack    <= 1'b1;
                                                                   i2c_sda_ot    <= i2c_data[data_index];
                                                               end
                          end
          STOP          : begin
                               i2c_clk_en <= 1'b0;
                               i2c_sda_ot <= 1'b0;
                               i2c_done   <= 1'b1;
                               i2c_fsm    <= READY;
                          end
          default       : begin
                          end
         endcase
       end
    else if  ( ack_en )
       begin
         case ( i2c_fsm )
          GET_ACK_ADDR  : begin
                               if    ( ~i2c_sda )  begin
                                                       i2c_fsm    <= SEND_BYTE_158;
                                                       data_index <= 15;
                                                   end
                               else                begin
                                                       i2c_fsm    <= READY;
                                                       i2c_clk_en <= 1'b0;
                                                   end
                          end
          GET_ACK_158   : begin
                               if    ( ~i2c_sda )  begin
                                                       i2c_fsm    <= SEND_BYTE_70;
                                                       data_index <= 7;
                                                   end
                               else                begin
                                                       i2c_fsm    <= READY;
                                                       i2c_clk_en <= 1'b0;
                                                   end
                          end
          GET_ACK_70    : begin
                               if    ( ~i2c_sda )  begin
                                                       i2c_fsm    <= STOP;
                                                   end
                               else                begin
                                                       i2c_fsm    <= READY;
                                                       i2c_clk_en <= 1'b0;
                                                   end
                          end
          default       : begin
                          end
         endcase
       end
  end
  assign i2c_sda_we = ( i2c_fsm == GET_ACK_ADDR) || ( i2c_fsm == GET_ACK_158) || ( i2c_fsm == GET_ACK_70) ;
  assign i2c_sda    = ( i2c_sda_we ) ? 1'bz : i2c_sda_ot ;  
  assign i2c_clk    =   clk_i2c ;
endmodule
module setup_codec_via_i2c
   (
    input  logic  clk_50mhz,
    input  logic  rst_ni,
    input  logic  en_i,
    input  logic  start_cf_i,
     inout wire   i2c_sdin_o,
    output logic  i2c_sclk_o,
    output logic  cf_done_o,
    output logic  clk_i2c_o
   );
  logic  i2c_busy;
  logic  i2c_done;
  logic         clk_i2c;
  logic  send_start_i2c;
  logic  [15:0] cf_data;
  i2c_codec_ctrl I2C_PROTOCOL (
                                     .i2c_busy     ( i2c_busy       ),
                                     .i2c_send_flag( send_start_i2c ),
                                     .i2c_done     ( i2c_done       ),
                                     .i2c_addr     ( 8'b00110100    ),
                                     .i2c_data     ( cf_data        ),
                                     .i2c_clock_50 ( clk_50mhz      ),
                                     .i2c_scl      ( i2c_sclk_o     ),
                                     .i2c_sda      ( i2c_sdin_o     ),
                                     .i2c_clk      ( clk_i2c        ));
  assign clk_i2c_o = clk_i2c;
  codec_config_by_i2c  CONFIG_DATA  (
                                     .clk_i2c         ( clk_i2c        ),
                                     .rst_ni          ( rst_ni         ),
                                     .en_i            ( en_i           ),
                                     .start_cf_i      ( start_cf_i     ),
                                     .i2c_busy_i      ( i2c_busy       ),
                                     .i2c_done_i      ( i2c_done       ),
                                     .send_start_i2c_o( send_start_i2c ),
                                     .cf_data_o       ( cf_data        ),
                                     .cf_done_o       ( cf_done_o      ));
endmodule
==> design/flow/run.sh <==
#!/bin/bash
# OpenROAD 26Q1-2900-gdf79404cd8, Yosys 0.63+post, stock flow scripts
make -C /OpenROAD-flow-scripts/flow DESIGN_CONFIG=/design/flow/config.mk WORK_HOME=/design/flow/orfs finish
==> design/flow/config.mk <==
export PLATFORM = sky130hd
export DESIGN_NAME = setup_codec_via_i2c
export DESIGN_NICKNAME = setup_codec_via_i2c
export VERILOG_FILES = /design/flow/design.v
export SDC_FILE = /design/flow/constraint.sdc
export NUM_CORES = 4
export LEC_CHECK = 1
export CORE_UTILIZATION = 40
==> design/flow/constraint.sdc <==
current_design setup_codec_via_i2c

set clk_period 6.6
set clk_io_pct 0.2

create_clock -name clk0 -period $clk_period [get_ports {clk_50mhz}]

set non_clock_inputs [all_inputs -no_clocks]
set_input_delay [expr $clk_period * $clk_io_pct] -clock clk0 $non_clock_inputs
set_output_delay [expr $clk_period * $clk_io_pct] -clock clk0 [all_outputs]
==> impl_metrics.ini <==
; yosys + openroad results
[floorplan]
fp_util_pct = 41.9
top_level_ports = 8
die_x_um = 110
core.rowCount = 38
die_h_um = 110

[clocking]
cts_root_buffer = clkbuf_16
postCtsSetupRepairBufs = 0
cts_buffers = 9
hold_buffers = 0
h-tree-depth = 3
post_cts_resized = 0
cts_buffer_depth = 2

[final_timing]
untimed_endpoints = 8
unclocked_pins = 6

[run_status]
failed_stage = 4_1_cts
status = did not finish
error = [error] [KeplerFormal.cpp:679] Workflow failed: Iso has multiple drivers: .i2c_sdin_o0, i2c_sdin_o$_DFFE_PP_.Q0

[synth]
synthCells = 508
synth_area_mm2 = 0.00465
ys_area_mm2 = 0.00465
synth_seq_share_pct = 45.2
ff_type = edfxtp_1
ys_cells = 508
edf_count = 41
async_flop_share_pct = 7.23
yosys.cell_types.count = 59
yosysWarnings = 8
syn_area_per_cell_um2 = 9.15
ys_seq_elements = 83

[place]
dp_cells = 634
portBuffers = 6
gp_congestion = 0.815
place.detailed.hpwl_um = 6090
cell usage after synthesis (all sizes together), types with 6 or more instances:
master	instances	share of area, %
a21oi	21	2.3
and4	8	1.5
clkbuf	21	1.7
dfrtp	6	3.2
dfxtp	36	16
edfxtp	41	26
ha	12	3.2
inv	14	1.1
nand2	34	2.7
nand2b	10	1.3
nand3	19	2.0
nand4	17	2.3
nor2	76	6.1
nor2b	9	1.2
nor3	16	1.7
nor4	22	3.0
o21ai	13	1.4
or3	14	2.0
xnor2	28	5.3
xor2	24	4.5
cell families after synthesis:
group	synth area share, %
AOI/OAI and AO/OA	8.91
and+or+nand+nor	28.8
DFF	45.2
adders and majority gates	3.45
buffers and inverters	3.18
muxes	0.673
xor gates and xnor gates	9.80
metrics by stage:
stage	hold slack [ns]	worst slack [ns]	cell area, um^2	power (mW)
3_3_place_gp	0.412	3.22	4840	0.514
3_5_place_dp	0.412	3.22	4840	0.514
2_1_floorplan	0.395	2.10	4650	0.511
No activity file was given, so power comes from the tool's default toggle rates.
